### ./config.mk
export PLATFORM = sky130hd
export DESIGN_NAME = TopLevel
export DESIGN_NICKNAME = TopLevel
export VERILOG_FILES = /design/flow/design.v
export SDC_FILE = /design/flow/constraint.sdc
export NUM_CORES = 4
export LEC_CHECK = 1
export CORE_UTILIZATION = 40
export SYNTH_MEMORY_MAX_BITS = 65536
### ./constraint.sdc
current_design TopLevel

set clk_period 29.0
set clk_io_pct 0.2

create_clock -name clk0 -period $clk_period [get_ports {clk}]

set non_clock_inputs [all_inputs -no_clocks]
set_input_delay [expr $clk_period * $clk_io_pct] -clock clk0 $non_clock_inputs
set_output_delay [expr $clk_period * $clk_io_pct] -clock clk0 [all_outputs]
### ./design.v
module BaudRateGenerator
    #(parameter FREQUENCY = 100000000,
      parameter BAUD_RATE = 19200)
                (input clk, 
                 input rst,
                 output reg out);
    localparam MAX_COUNT = 325;
    localparam COUNT_NBITS = 8;
	reg [COUNT_NBITS : 0] count;
	always@(posedge clk)
	begin 
	    if (!rst) begin
            out <= 0;
            count <= 0;
        end 
        else begin
            if(count == MAX_COUNT)
            begin
                out <= 1;
                count <= 0;
            end
            else begin
                out <= 0;
                count <= count + 1;
            end
	    end
	end
endmodule
module BIP
#(
    parameter ADDRESS_BITS = 11,
    parameter DATA_BITS = 16
)
(
    input clk,
    input rst,
    output [DATA_BITS -1 : 0] accumulator,
    output reg [7 : 0] inst_count,
    output done
);
always@(posedge clk) begin
    if(!rst) begin
        inst_count <= 0;
    end
    else begin
        if (!done)
            inst_count <= inst_count+1;
    end
end
wire [ADDRESS_BITS -1 : 0]  program_address;
wire [DATA_BITS -1 :    0]     instruction;
wire [ADDRESS_BITS -1 : 0]  operand;
wire [ADDRESS_BITS -1 : 0]  data_address;
wire [DATA_BITS -1 :    0]     data_mem_in;
wire [DATA_BITS -1 :    0]     data_mem_out;
wire [ 1 : 0] sel_a;
wire sel_b;
wire write_acc;
wire operation;
wire write_mem;
wire read_mem;
Control control_u
(
    .clk(clk),
    .rst(rst),
    .i_instruction(instruction),
    .o_prog_address(program_address),
    .o_operand(operand),
    .o_sel_a(sel_a),
    .o_sel_b(sel_b),
    .o_write_acc(write_acc),
    .o_operation(operation),
    .o_write_mem(write_mem),
    .o_read_mem(read_mem),
    .o_done(done)
);
ProgramMemory prog_mem_u
(
    .clk(clk),
    .rst(rst),
    .i_address(program_address),
    .o_data(instruction)
);
DataMemory data_mem_u
(
    .clk(clk),
    .read(read_mem),
    .write(write_mem),
    .i_address(data_address),
    .i_data(data_mem_in),
    .o_data(data_mem_out)
);
Datapath datapath_u
(
    .clk(clk),
    .rst(rst),
    .i_operand(operand),
    .i_sel_a(sel_a),
    .i_sel_b(sel_b),
    .i_write_acc(write_acc),
    .i_operation(operation),
    .i_mem_data(data_mem_out),
    .o_mem_data(data_mem_in),
    .o_mem_address(data_address)
);
assign accumulator = data_mem_in;
endmodule
module Control
#(
    parameter ADDRESS_BITS = 11,
    parameter DATA_BITS = 16
)
(
    input clk,
    input rst,
    input [DATA_BITS - 1:0] i_instruction,
    output [ADDRESS_BITS - 1 : 0] o_prog_address,
    output [ADDRESS_BITS - 1 : 0] o_operand,
    output [ 1 : 0] o_sel_a,
    output o_sel_b,
    output o_write_acc,
    output o_operation,
    output o_write_mem,
    output o_read_mem,
    output o_done
);
    wire enable_pc;
    wire [4 : 0] opcode = i_instruction[DATA_BITS - 1:ADDRESS_BITS];
    assign o_operand = i_instruction[ADDRESS_BITS - 1:0];
    reg [10 : 0] program_counter;
    always@(negedge clk) begin
        if (!rst) begin
            program_counter <= 0;
        end
        else begin
            if (enable_pc) begin
                program_counter <= program_counter+1;
            end
        end
    end
    assign o_prog_address = program_counter;
    InstructionDecoder ID_u
    (
        .opcode(opcode),
        .o_enable_pc(enable_pc),
        .o_sel_a(o_sel_a),
        .o_sel_b(o_sel_b),
        .o_write_acc(o_write_acc),
        .o_operation(o_operation),
        .o_write_mem(o_write_mem),
        .o_read_mem(o_read_mem),
        .bip_done(o_done)
    );
endmodule
module DataMemory
#(
    parameter ADDRESS_BITS = 11,
    parameter DATA_BITS = 16
)
(
	input clk,
	input read,
	input write,
	input wire [ADDRESS_BITS-1:0] i_address,
	input wire [DATA_BITS-1:0] i_data,
	output reg [DATA_BITS-1:0] o_data
);
	localparam MEM_SIZE = 2**ADDRESS_BITS;
	reg [DATA_BITS-1:0] mem [0:MEM_SIZE-1];
	always@(negedge clk)
	begin
		if (read)
		begin
			o_data <= mem[i_address];
		end
		else if (write)
		begin
			mem[i_address] <= i_data;
		end
	end
endmodule
module Datapath
#(
    parameter ADDRESS_BITS = 11,
    parameter DATA_BITS = 16
)
(
    input  clk,
    input  rst,
    input  [ADDRESS_BITS - 1 : 0] i_operand,
    input  [ 1 : 0] i_sel_a,
    input  i_sel_b,
    input  i_write_acc,
    input  i_operation,
    input  [DATA_BITS - 1 : 0] i_mem_data,
    output [DATA_BITS - 1 : 0] o_mem_data,
    output [ADDRESS_BITS - 1 : 0] o_mem_address
);
    reg  signed [DATA_BITS - 1 : 0] accumulator;
    wire signed [DATA_BITS - 1 : 0] op_result;
    wire signed [DATA_BITS - 1 : 0] operand_ext;
    wire signed [DATA_BITS - 1 : 0] multiplexor_b;
    assign multiplexor_b = (i_sel_b) ? operand_ext : i_mem_data;
    assign operand_ext = {{(DATA_BITS - ADDRESS_BITS){i_operand[ADDRESS_BITS - 1]}}, i_operand};
    assign op_result = (i_operation) ? accumulator - multiplexor_b
                                     : accumulator + multiplexor_b;
    always@(posedge clk) begin
        if(!rst) begin
            accumulator <= 0;
        end
        else begin
            if (i_write_acc) begin
                case(i_sel_a)
                    0: accumulator <= i_mem_data;
                    1: accumulator <= operand_ext;
                    2: accumulator <= op_result;
                    default: accumulator <= 0;
                endcase
            end
            else begin
                accumulator <= accumulator;
            end
        end
    end
    assign o_mem_address = i_operand;
    assign o_mem_data = accumulator;
endmodule
module InstructionDecoder
(
	input [4:0] opcode,
    output reg o_enable_pc,
	output reg [1:0] o_sel_a,
	output reg o_sel_b,
	output reg o_write_acc,
	output reg o_operation,
    output reg o_write_mem,
    output reg o_read_mem,
    output reg bip_done
);
    localparam HLT  = 'b00000;
    localparam STO  = 'b00001;
    localparam LD   = 'b00010;
    localparam LDI  = 'b00011;
    localparam ADD  = 'b00100;
    localparam ADDI = 'b00101;
    localparam SUB  = 'b00110;
    localparam SUBI = 'b00111;
    always@*begin
        case(opcode)
            HLT: 
            begin
                o_enable_pc <= 0;
                o_sel_a     <= 0;
                o_sel_b     <= 0;
                o_write_acc <= 0;
                o_operation <= 0;
                o_write_mem <= 0;
                o_read_mem  <= 0;
                bip_done    <= 1;
            end
            STO: 
            begin
                o_enable_pc <= 1;
                o_sel_a     <= 0;
                o_sel_b     <= 0;
                o_write_acc <= 0;
                o_operation <= 0;
                o_write_mem <= 1;
                o_read_mem  <= 0;
                bip_done    <= 0;
            end
            LD: 
            begin
                o_enable_pc <= 1;
                o_sel_a     <= 0;
                o_sel_b     <= 0;
                o_write_acc <= 1;
                o_operation <= 0;
                o_write_mem <= 0;
                o_read_mem  <= 1;
                bip_done    <= 0;
            end
            LDI: 
            begin
                o_enable_pc <= 1;
                o_sel_a     <= 1;
                o_sel_b     <= 0;
                o_write_acc <= 1;
                o_operation <= 0;
                o_write_mem <= 0;
                o_read_mem  <= 0;
                bip_done    <= 0;
            end
            ADD: 
            begin
                o_enable_pc <= 1;
                o_sel_a     <= 2;
                o_sel_b     <= 0;
                o_write_acc <= 1;
                o_operation <= 0;
                o_write_mem <= 0;
                o_read_mem  <= 1;
                bip_done    <= 0;
            end
            ADDI: 
            begin
                o_enable_pc <= 1;
                o_sel_a     <= 2;
                o_sel_b     <= 1;
                o_write_acc <= 1;
                o_operation <= 0;
                o_write_mem <= 0;
                o_read_mem  <= 0;
                bip_done    <= 0;
            end
            SUB: 
            begin
                o_enable_pc <= 1;
                o_sel_a     <= 2;
                o_sel_b     <= 0;
                o_write_acc <= 1;
                o_operation <= 1;
                o_write_mem <= 0;
                o_read_mem  <= 1;
                bip_done    <= 0;
            end
            SUBI: 
            begin
                o_enable_pc <= 1;
                o_sel_a     <= 2;
                o_sel_b     <= 1;
                o_write_acc <= 1;
                o_operation <= 1;
                o_write_mem <= 0;
                o_read_mem  <= 0;
                bip_done    <= 0;
            end
            default:
            begin
                o_enable_pc <= 0;
                o_sel_a     <= 0;
                o_sel_b     <= 0;
                o_write_acc <= 0;
                o_operation <= 0;
                o_write_mem <= 0;
                o_read_mem  <= 0;
                bip_done    <= 0;
            end
        endcase
    end
endmodule
module Interface
#(
    parameter ADDRESS_BITS = 11,
    parameter DATA_BITS = 16
)
(
    input clk,
    input rst,
    input [DATA_BITS - 1 : 0] accumulator,
    input [7 : 0] inst_count,
    input bip_done,
    output o_tx
);
    wire baud_rate;
    wire tx_done;
    reg tx_start;
    reg [7 : 0] tx_data;
    reg next_tx_start;
    reg [7 : 0] next_tx_data;
    reg [3 : 0] state;
    reg [3 : 0] next_state;
    reg [DATA_BITS -1: 0] accumulator_latch;
    reg [ 7 : 0] inst_count_latch;
    reg [DATA_BITS -1 : 0] next_accumulator_latch;
    reg [ 7 : 0] next_inst_count_latch;
    localparam IDLE = 0;
    localparam SEND_INST_COUNT = 1;
    localparam WAIT1 = 2;
    localparam WAIT11 = 3;
    localparam SEND_ACC_HIGH = 4;
    localparam WAIT2 = 5;
    localparam WAIT22 = 6;
    localparam SEND_ACC_LOW = 7;
    localparam WAIT3 = 8;
    localparam WAIT33 = 9;
    localparam STOP = 10;
    always@(posedge clk) begin
        if(!rst) begin
            state <= 0;
            tx_start <= 0;
            tx_data <= 0;
            accumulator_latch <= 0;
            inst_count_latch <= 0;
        end
        else begin
            state <= next_state;
            tx_start <= next_tx_start;
            tx_data <= next_tx_data;
            accumulator_latch <= next_accumulator_latch;
            inst_count_latch <= next_inst_count_latch;
        end
    end
    always@* begin
        next_state = state;
        next_tx_start = 0;
        next_tx_data = tx_data;
        next_accumulator_latch = accumulator_latch;
        next_inst_count_latch = inst_count_latch;
        case(state)
            IDLE:
            begin
                if(bip_done) begin
                    next_accumulator_latch = accumulator;
                    next_inst_count_latch = inst_count;
                    next_state = SEND_INST_COUNT;
                end
            end
            SEND_INST_COUNT:
            begin
                next_tx_data = inst_count_latch;
                next_tx_start = 1;
                next_state = WAIT1;
            end
            WAIT1:
            begin
                next_state = WAIT11;
            end
            WAIT11:
            begin
                if(tx_done) next_state = SEND_ACC_HIGH;
            end
            SEND_ACC_HIGH:
            begin
                next_tx_data = accumulator_latch[15:8];
                next_tx_start = 1;
                next_state = WAIT2;
            end
            WAIT2:
            begin
                next_state = WAIT22;
            end
            WAIT22:
            begin
                if(tx_done) next_state = SEND_ACC_LOW;
            end
            SEND_ACC_LOW:
            begin
                next_tx_data = accumulator_latch[7:0];
                next_tx_start = 1;
                next_state = WAIT3;
            end
            WAIT3:
            begin
                next_state = WAIT33;
            end
            WAIT33:
            begin
                if(tx_done) next_state = STOP;
            end
            STOP:
            begin
                next_state = STOP;
            end
        endcase
    end
    TX tx_u
    (
        .clk(clk),
        .rst(rst),
        .i_baud_rate(baud_rate),
        .i_tx_start(tx_start),
        .i_data(tx_data),
        .o_tx_done(tx_done),
        .o_tx(o_tx)
    );
    BaudRateGenerator baud_rate_u
    (
        .clk(clk),
        .rst(rst),
        .out(baud_rate)
    );
endmodule
module ProgramMemory
#(
    parameter ADDRESS_BITS = 11,
    parameter DATA_BITS = 16
)
(
	input clk,
    input rst,
	input wire [ADDRESS_BITS-1:0] i_address,
	output reg [DATA_BITS-1:0] o_data
);
	localparam MEM_SIZE = 2**ADDRESS_BITS;
	reg [DATA_BITS-1:0] mem [0:MEM_SIZE-1];
localparam HLT = 'b00000;
localparam LD = 'b00010;
localparam LDI = 'b00011;
localparam ADD = 'b00100;
localparam ADDI = 'b00101;
localparam SUB = 'b00110;
localparam STO = 'b00001;
localparam SUBI = 'b00111;
    always@(posedge clk) begin
        if(!rst) begin
mem[0] <= {LDI, -11'd4};
mem[1] <= {STO, 11'd1};
mem[2] <= {LDI, 11'd2};
mem[3] <= {ADD, 11'd1};
mem[4] <= {STO, 11'd2};
mem[5] <= {LDI, 11'd123};
mem[6] <= {ADDI, 11'd7};
mem[7] <= {LD, 11'd2};
mem[8] <= {ADDI, 11'd4};
mem[9] <= {SUBI, 11'd50};
mem[10] <= {SUB, 11'd1};
mem[11] <= {HLT, 11'd0};
            mem[12] <= {16{1'b1}};  
            o_data  <= {16{1'b1}};
        end
        else begin
            o_data <= mem[i_address];
        end
    end
endmodule
module TopLevel
(
    input clk,
    input rst,
    output tx_out
);
    wire [15:0] accumulator;
    wire [ 7:0] inst_count;
    wire bip_done;
    BIP bip_u 
    (
        .clk(clk),
        .rst(rst),
        .accumulator(accumulator),
        .inst_count(inst_count),
        .done(bip_done)
    );
    Interface interface_u
    (
        .clk(clk),
        .rst(rst),
        .accumulator(accumulator),
        .inst_count(inst_count),
        .bip_done(bip_done),
        .o_tx(tx_out)
    );
endmodule
module TX(
    input clk,
    input rst,
    input i_baud_rate,
    input i_tx_start,
    input [8-1 : 0] i_data,
    output reg o_tx_done,
    output reg o_tx);
    localparam NBITS = 8;
    localparam COUNTER_NBITS = 8;
    localparam
        idle  = 'b00,
        start = 'b01,
        data  = 'b11,
        stop  = 'b10;
    reg [1:0] state, next_state;
    reg [3:0] tick_count, next_tick_count;
    reg [COUNTER_NBITS-1 : 0] data_count, next_data_count;
    reg [NBITS - 1 : 0] data_reg, next_data_reg;
    reg next_tx, next_tx_done;
    always@(posedge clk) begin
        if (!rst) begin
            state <= idle;
            tick_count <= 0;
            data_count <= 0;
            data_reg <= 0;
            o_tx_done <= 1;
            o_tx <= 1;
        end
        else begin
            state <= next_state;
            tick_count <= next_tick_count;
            data_count <= next_data_count;
            data_reg <= next_data_reg;
            o_tx_done <= next_tx_done;
            o_tx <= next_tx;
        end
    end
    always@* begin
        next_tx = o_tx;
        next_tx_done = o_tx_done;
        next_state = state;
        next_tick_count = tick_count;
        next_data_count = data_count;
        next_data_reg = data_reg;
        case (state)
            idle:
            begin
                next_tx = 1;
                next_tx_done = 1;
                if(i_tx_start) begin
                    next_state = start;
                    next_tick_count = 0;
                    next_data_count = 0;
                    next_data_reg = i_data;
                    next_tx_done = 0;
                end
            end
            start:
            begin
                next_tx = 0;
                next_tx_done = 0;
                if (i_baud_rate) begin
                    if(tick_count == 15) begin
                        next_tick_count = 0;
                        next_state = data;
                    end
                    else next_tick_count = tick_count + 1;
                end
            end
            data:
            begin
                if (i_baud_rate) begin
                    if (data_count == NBITS) next_state = stop;
                    else begin
                        if(tick_count == 0) begin
                            next_tx = data_reg[0];
                            next_data_reg = data_reg >> 1;
                        end
                        if (tick_count == 15) begin
                            next_tick_count = 0;
                            next_data_count = data_count + 1;
                        end
                        else next_tick_count = tick_count + 1;
                    end
                end
            end
            stop:
            begin
                next_tx = 1;
                if (i_baud_rate) begin
                    if(tick_count == 15) begin
                        next_state = idle;
                    end
                    else next_tick_count = tick_count + 1;
                end
            end
        endcase
    end
endmodule
### ./run.sh
#!/bin/bash
# OpenROAD 26Q1-2900-gdf79404cd8, Yosys 0.63+post, stock flow scripts
make -C /OpenROAD-flow-scripts/flow DESIGN_CONFIG=/design/flow/config.mk WORK_HOME=/design/flow/orfs finish
==> impl_metrics.tcl <==
# place-and-route summary
set metrics [dict create \
    cts_hold_buf 0 \
    die_w_um 372 \
    worstSetupPathType "primary input to flip-flop" \
    initial_core_util 0.403 \
    slowest_delay_ns 0.46 \
    slew_violations 0 \
    cts.sinks 1372 \
    regMostFlops "bip_u.data_mem_u.mem" \
    setup_viol 0 \
    yosys_area_um2 54600 \
    ys.flop_type "edfxtp_1" \
    edf_count 1244 \
    pin_count 3 \
    dr.pass1.iters 6 \
    synth_area_um2 54600 \
    finalPower_mw 5.21 \
    chip_area_um2 138000 \
    grt_max_degree 81 \
    grtUsageTotal 0.219 \
    lay_top_count "inv_1" \
    startpoint_type "primary input" \
    root_buffer "clkbuf_16" \
    tritoncts "yes" \
    ys_async_sr_fraction 0 \
    status "completed" \
    io_buffers 2 \
    synth.distinct_cells 73 \
    path_clk_slew_ns 0.06 \
    drc_errors 0 \
    hold_violations 0 \
    dp_hpwl_um 75500 \
    cts_max_path_buffers 3 \
    reg2reg_setup_slack_ns 8.76 \
    rsz0062_at_grt "false" \
    grt.overflow.total 0 \
    critical-path-slowest-cell "clkdlybuf4s50_1" \
    cts_resized 0 \
    worst_slew_pin_slew_ns 0.901 \
    critPathMaxFanout 32 \
    worstRegToRegCells 11 \
    cp.required_ns 15.16 \
    htreeDepth 4 \
    cts_setup_buffers 0 \
    cpLargestDelayFamily "buffers and inverters" \
    rr_endpoint "bip_u.data_mem_u.o_data[13]" \
    final_antenna_net_count 0 \
    mostFrequentLayoutCells "inv_1 (1315), edfxtp_1 (1244), mux4_2 (270)" \
    place_area_um2 57900 \
    avgSynthCellArea_um2 17.7 \
    drive_gt1_frac 0.147 \
    fin_worst_skew_ns 0.0473 \
    p_leak_nw 28.0 \
    min_from "interface_u.state[8]" \
    numCtsBuffers 145 \
    hold_depth 2 \
    num_rows 135 \
    syn_to_final_growth_pct 23.7 \
    drt_iter0_markers 1976 \
    die_h_um 372 \
    wirelength_um 134000 \
    vias 32900 \
    design_area_um2 67600 \
    power_density_nw_per_um2 77.1 \
    coreArea_um2 135000 \
    grt_pass1_vias 36800 \
    postSynthSeqShare 0.731 \
    fin_setup_tns_ns 0 \
    ir_worst_vdd_mv 0.0591 \
    syn_inst 3081 \
    grt_pass1_wl_um 204000 \
    holdPathEnd "interface_u.state[5]" \
    end_kind "flip-flop" \
    insertion_delay_ns 0.77 \
    path_cells "clkdlybuf4s50_1, buf_4, inv_2, a21oi_1" \
    nFillCells 11000 \
    arrival_ns 6.93 \
    warning_count 1033 \
    ys_cells 3081 \
    routed_via_density 5.02 \
    synth.yosys.warnings 32600 \
    largest_reg_flops 1228 \
    gp_congestion 0.896 \
    hold_path_class "flip-flop to flip-flop" \
    numSynthFlops 1372 \
    regToRegStartpoint "bip_u.prog_mem_u.o_data[0]" \
    crit_buf_inv 3 \
    wl_per_cell_um 20.5 \
    maxCapViolCount 0 \
    antenna_found_initial 1 \
    relSlewSlack 0.395 \
    pre_cts_slack_ns 7.49 \
    setup_ws_ns 8.23 \
]
==> cell usage after synthesis (17+ instances only) <==
cell type | number | area share
o22ai_1 | 29 | 0.0033
edfxtp_1 | 1244 | 0.68
buf_6 | 17 | 0.0035
mux2i_1 | 135 | 0.025
a211oi_1 | 19 | 0.0026
ha_1 | 25 | 0.0057
xnor2_1 | 18 | 0.0029
xor2_1 | 39 | 0.0063
inv_1 | 34 | 0.0023
nor2_1 | 177 | 0.012
nor2b_1 | 21 | 0.0024
dfxtp_1 | 128 | 0.047
and2_1 | 17 | 0.0019
clkbuf_1 | 59 | 0.0041
nor3_1 | 26 | 0.0024
a22oi_1 | 29 | 0.0040
buf_4 | 21 | 0.0029
o21ai_0 | 79 | 0.0072
nand3_1 | 23 | 0.0021
buf_2 | 53 | 0.0049
mux4_2 | 270 | 0.11
a21oi_1 | 148 | 0.014
nand2_1 | 233 | 0.016
==> metrics by stage <==
step	instances	hold WS [ns]	utilization
final	6564	0.438	0.499
after floorplan	3284	0.413	-
after global placement	5046	0.419	0.428
after detailed placement	5046	0.424	0.428
after CTS	6560	0.440	0.499
after global routing	6562	0.467	0.499
==> cell type report <==
type | instances | area [um^2] | share of cell area
Sequential cell | 1372 | 40000 | 0.591
Multi-Input combinational cell | 1715 | 14500 | 0.214
Clock inverter | 1363 | 5860 | 0.0867
Clock buffer | 152 | 3790 | 0.0561
Tap cell | 1781 | 2230 | 0.0330
Timing Repair Buffer | 144 | 1110 | 0.0164
Inverter | 33 | 129 | 0.00191
Antenna cell | 4 | 10.0 | 0.000148
==> worst reg2reg max path, delay by kind of cell, from the launching register on <==
family	cells	cell delay, ns
AOI/OAI and AO/OA	3	0.55
buffers and inverters	5	3.34
DFF	1	0.64
muxes	1	0.64
and+or+nand+nor	2	0.28
==> how the worst max path moves through the flow <==
stage	from	endpoint	slack [ns]	cells past startpoint
final	rst	bip_u.control_u.program_counter[9]	8.23	4
after global routing	rst	bip_u.control_u.program_counter[9]	8.17	4
after CTS	rst	bip_u.control_u.program_counter[9]	8.27	4
==> power breakdown <==
| part | switching, mW | internal (mW) | total [mW] | leakage (nW) |
|---|---|---|---|---|
| combinational | 0.251 | 0.150 | 0.401 | 6.09 |
| sequential | 0.0344 | 2.22 | 2.26 | 12.7 |
| clock | 1.19 | 1.36 | 2.55 | 9.13 |
==> layer usage <==
layer | global-route usage | vias up | wire length (um)
li1 | - | 15300 | -
met1 | 0.262 | 15700 | 48000
met4 | 0.0862 | 2 | 3380
met2 | 0.296 | 1723 | 62000
met5 | 0.0122 | - | 209
met3 | 0.182 | 211 | 20800
==> cells by family after synthesis <==
group,share of synthesized area
XOR/XNOR,0.00914
other,0.0000687
buffers and inverters,0.0189
AND-OR/OR-AND,0.0503
adder cells (fa/ha/maj),0.00609
flip-flops,0.731
multiplexers,0.137
AND/OR/NAND/NOR,0.0478
Power figures rest on the tool's default switching activity, not on a simulated workload.
