$ cat /design/flow/constraint.sdc
current_design MemoryStage

set clk_period 482.2
set clk_io_pct 0.2

create_clock -name clk0 -period $clk_period [get_ports {clk}]

set non_clock_inputs [all_inputs -no_clocks]
set_input_delay [expr $clk_period * $clk_io_pct] -clock clk0 $non_clock_inputs
set_output_delay [expr $clk_period * $clk_io_pct] -clock clk0 [all_outputs]
$ cat /design/flow/run.sh
#!/bin/bash
# OpenROAD 26Q1-2900-gdf79404cd8, Yosys 0.63+post, stock flow scripts
make -C /OpenROAD-flow-scripts/flow DESIGN_CONFIG=/design/flow/config.mk WORK_HOME=/design/flow/orfs finish
$ cat /design/flow/design.v
`timescale 1ns/1ps
module BRAM
#(
    parameter ADDRESS_BITS = 8,
    parameter DATA_BITS = 32
)
(
	input clk,
    input write_enable,
	input wire [ADDRESS_BITS-1:0] i_address,
	input wire [DATA_BITS-1:0] i_data,
	output reg [DATA_BITS-1:0] o_data
);
	localparam MEM_SIZE = 2**ADDRESS_BITS;
	reg [DATA_BITS-1:0] mem [0:MEM_SIZE-1];
    integer i;
    initial begin
    end
	always@(posedge clk)
	begin
		if (write_enable) mem[i_address] <= i_data;
	end
    always@(negedge clk) begin
	    o_data <= mem[i_address];
    end
endmodule
`timescale 1ns/1ps
module LoadFilter
#(
    parameter PROC_BITS = 32
)
(
    input wire [PROC_BITS - 1 : 0] i_data_in,
    input wire [2:0]               i_ls_filter_op,
    output reg [PROC_BITS - 1 : 0] o_data_out
);
    localparam LOAD_BYTE          = 3'b000;
    localparam LOAD_HEX           = 3'b001;
    localparam LOAD_WORD          = 3'b011;
    localparam LOAD_BYTE_UNSIGNED = 3'b100;
    localparam LOAD_HEX_UNSIGNED  = 3'b101;
    always@* begin
        case (i_ls_filter_op)
            LOAD_BYTE:          o_data_out = {{24{i_data_in[7]}}, i_data_in[7:0]};
            LOAD_HEX:           o_data_out = {{16{i_data_in[15]}}, i_data_in[15:0]};
            LOAD_WORD:          o_data_out = i_data_in;
            LOAD_BYTE_UNSIGNED: o_data_out = {{24{1'b0}}, i_data_in[7:0]};
            LOAD_HEX_UNSIGNED:  o_data_out = {{16{1'b0}}, i_data_in[15:0]};
            default:            o_data_out = i_data_in;
        endcase
    end
endmodule
`timescale 1ns / 1ps
module MemoryStage
#(
    parameter PC_BITS         = 32,
    parameter PROC_BITS       = 32,
    parameter REG_ADDRS_BITS  = 5,
    parameter DATA_ADDRS_BITS = 8
)
(
    input wire clk,
    input wire enable,
    input wire [PROC_BITS - 1 : 0]      i_alu_data,
    input wire [PROC_BITS - 1 : 0]      i_store_data,
    input wire [REG_ADDRS_BITS - 1 : 0] i_rd,
    input wire i_pc_to_reg,
    input wire [PC_BITS - 1 : 0] i_pc_return,
    input wire i_RegWrite,
    input wire i_MemRead,  
    input wire i_MemWrite,
    input wire i_MemtoReg,
    input wire [2:0] i_ls_filter_op,
    input i_debug_read_data,
    input [DATA_ADDRS_BITS - 1 : 0] i_debug_read_address,
    output wire [PROC_BITS - 1 : 0]      o_alu_data,
    output wire [PROC_BITS - 1 : 0]      o_mem_data,
    output wire [REG_ADDRS_BITS - 1 : 0] o_rd,
    output wire o_pc_to_reg,
    output wire [PC_BITS - 1 : 0] o_pc_return,
    output wire o_RegWrite,
    output wire o_MemtoReg
);
    wire [DATA_ADDRS_BITS - 1 : 0] mem_address;
    assign mem_address = (enable) ? i_alu_data[DATA_ADDRS_BITS - 1 : 0] : i_debug_read_address;
    wire mem_write_enable;
    assign mem_write_enable = (enable) ?  i_MemWrite : 0;
    wire [2:0] load_filter_op;
    assign load_filter_op = (enable) ? i_ls_filter_op : 3'b011;
    wire [PROC_BITS - 1 : 0] mem_data_raw;
    wire [PROC_BITS - 1 : 0] store_data_filtered;
    assign o_alu_data = i_alu_data;
    assign o_rd = i_rd;
    assign o_RegWrite = i_RegWrite;
    assign o_MemtoReg = i_MemtoReg;
    assign o_pc_to_reg = i_pc_to_reg;
    assign o_pc_return = i_pc_return;
    LoadFilter load_filter_u(
        .i_data_in(mem_data_raw),
        .i_ls_filter_op(load_filter_op),
        .o_data_out(o_mem_data)
    );
    StoreFilter store_filter_u(
        .i_data_in(i_store_data),
        .i_ls_filter_op(i_ls_filter_op),
        .o_data_out(store_data_filtered)
    );
    BRAM  #(
        .ADDRESS_BITS(DATA_ADDRS_BITS),
        .DATA_BITS(PROC_BITS)
    ) data_memory (
        .clk(clk),
        .write_enable(mem_write_enable),
        .i_address(mem_address),
        .i_data(store_data_filtered),
        .o_data(mem_data_raw)
    );
endmodule
`timescale 1ns/1ps
module StoreFilter
#(
    parameter PROC_BITS = 32
)
(
    input wire [PROC_BITS - 1 : 0] i_data_in,
    input wire [2:0]               i_ls_filter_op,
    output reg [PROC_BITS - 1 : 0] o_data_out
);
    localparam STORE_BYTE          = 3'b000;
    localparam STORE_HEX           = 3'b001;
    localparam STORE_WORD          = 3'b011;
    always@* begin
        case (i_ls_filter_op)
            STORE_BYTE: o_data_out = {{24{1'b0}}, i_data_in[7:0]};
            STORE_HEX:  o_data_out = {{16{1'b0}}, i_data_in[15:0]};
            STORE_WORD: o_data_out = i_data_in;
            default:    o_data_out = i_data_in;
        endcase
    end
endmodule
$ cat /design/flow/config.mk
export PLATFORM = sky130hd
export DESIGN_NAME = MemoryStage
export DESIGN_NICKNAME = MemoryStage
export VERILOG_FILES = /design/flow/design.v
export SDC_FILE = /design/flow/constraint.sdc
export NUM_CORES = 4
export LEC_CHECK = 1
export CORE_UTILIZATION = 50
export SYNTH_MEMORY_MAX_BITS = 65536
==> GITHUB_STEP_SUMMARY <==
### Metrics collected by this job

| Metric | Value |
|---|---|
| Min setup slack post-route | 136.81 ns |
| CTS tree | yes |
| Switching power | 0.3386 mW |
| Final Setup Violations | 0 |
| Cell count after synthesis | 14740 |
| First-pass DRT Iterations | 5 |
| I/O pin cnt | 224 |
| Core Area | 623400 µm² |
| Yosys Instances | 14740 |
| CTS root buf | clkbuf_16 |
| Sw Share | 0.2261 |
| Yosys warns | 3 |
| Power Internal | 1.159 mW |
| Reg clk slew, reported paths | 0.06 ns |
| Most frequent cells in the layout | 8192 x edfxtp_1, 1390 x mux2i_1, 1354 x mux4_2 |
| Clock share of power | 0.404 |
| Worst-Margin Slew | 1.251 ns |
| WP data arrival | 105.24 ns |
| Ys async rst share | 0 |
| Flop pwr share | 0.528 |
| Combinational power share | 0.068 |
| Worst hold path class | primary input to register |
| DRC violations left | 0 |
| Routability cong. | 0.9416 |
| Peak VDD IR | 0.004275 mV |
| Initial antenna violation count | 62 |
| Max Clock Skew | 0.1114 ns |
| Vias per inst | 6.265 |
| Top cell excl fill/tap | edfxtp_1 |
| Final ANT Viol Nets | 0 |
| Crit path launch | i_alu_data[0] |
| Chip height | 792.9 µm |
| Vias in the first global route | 167200 |
| Tool warnings | 60 |
| Element type at the critical path end | register |
| Grt ovf | 0 |
| Hold Violations, Final | 0 |
| First-pass GRT wire length | 1292 mm |
| Yosys Chip Area | 312800 µm² |
| Comb area | 63580 µm² |
| Worst setup path class | primary input to register |
| Mapped Avg Cell Area | 21.22 µm² |
| Setup TNS | 0 ns |
| Post-synth top flop | edfxtp_1 |
| Htree depth | 6 |
| Crit path max fanout | 73 |
| RSZ-0062 raised after global routing | no |
| Hold Startpoint | i_store_data[2] |
| Reg area | 246600 µm² |
| Late-Pin Clk Latency | 1.20 ns |
| FP Util | 0.5017 |
| Vias | 155300 |
| Crit path DRT | 242.05 ns |
| Total Routing Usage GR | 0.3395 |
| Leak | 110.3 nW |
| Die area | 628700 µm² |
| Post_cts resized | 0 |
| Setup WS pre-CTS | 135.60 ns |
| Hold buffers post-CTS | 0 |
| Share of cells above drive strength 1 | 0.2333 |
| Flops after synth | 8224 |
| Final tally of max-slew violations | 0 |
| CP cell instances | clkdlybuf4s50_1 -> mux2_8 -> buf_12 -> buf_12 -> buf_4 -> buf_4 -> buf_4 -> buf_4 -> buf_4 -> buf_4 -> mux4_2 -> nand2_1 -> a41oi_1 -> buf_4 -> nor4_2 -> buf_4 -> o22a_1 -> nand4_1 |
| Total CTS buffers | 815 |
| Crit-path max cell delay | 0.84 ns |
| Total of max-cap violations | 0 |
| Dpl hpwl | 549.6 mm |
| Buffers on Ports | 93 |
| WL per Instance | 37.74 µm |
| Most used cell, CP | buf_4 |
| Initial DRC Count | 9550 |
| Flop2flop setup slack | 237.85 ns |
| Pwr dens | 4.219 nW/µm² |
| Reg2Reg Launch Point | data_memory.mem[91][19]$_DFFE_PP_ |
| Mapped cell area | 312800 µm² |
| Post-CTS Setup Bufs | 0 |
| # rows | 290 |
| Post-synth EDFFs | 8192 |
| Largest net degree at the start of global routing | 97 |
| Register area share after synthesis | 0.7886 |
| Relative slew slack | 0.1580 |
| Crit-path slowest cell | clkdlybuf4s50_1 |
| Sink Count | 8224 |
| Cell Type Count | 51 |
| Fill cell count | 45000 |
| Area grow syn2layout | 13.48% |
| Die Wd | 792.9 µm |
| Clock tree buffer depth | 4 |
| Setup crit start kind | primary input |
| Detailed Route WL | 935.9 mm |
| Status | finished, final reports clean |
[cell families after synthesis]
group	synth area share
AND/OR/NAND/NOR	0.01633
buffers and inverters	0.01759
AND-OR/OR-AND	0.03535
multiplexers	0.1422
flip-flops	0.7886
[worst paths after layout]
kind / endpoint / cells after the start
worst min-delay path: data_memory.mem[249][2]$_DFFE_PP_ / 1
worst max register to register: data_memory.o_data[19]$_DFF_N_ / 6
worst max-delay path: data_memory.o_data[30]$_DFF_N_ / 18
worst min register to register: data_memory.o_data[23]$_DFF_N_ / 5
[per-layer routing]
| layer | routed length [µm] | GRT usage |
|---|---|---|
| met5 | 3700 | 0.04924 |
| met4 | 47950 | 0.1245 |
| met2 | 407500 | 0.4382 |
| met1 | 262000 | 0.3978 |
| met3 | 214800 | 0.3302 |
[area by class of cell]
| type | instances | area share |
|---|---|---|
| inverter | 1 | 0.00001058 |
| sequential | 8224 | 0.6949 |
| tap | 8322 | 0.02934 |
| timing repair buffer | 1107 | 0.02480 |
| antenna | 62 | 0.0004371 |
| clock inverter | 453 | 0.01053 |
| multi-input combinational | 5572 | 0.1791 |
| clock buffer | 1054 | 0.06086 |
[state kept, by name, summed over array words and instances (netlist names)]
register,count
data_memory.mem,8192
data_memory.o_data,32
[worst max-delay path: cells and delay by family]
| family | cells | cell delay [ns] |
|---|---|---|
| buf+inv | 11 | 6.17 |
| mux | 2 | 1.20 |
| compound gates | 2 | 0.53 |
| simple gates | 3 | 0.51 |
[synthesized netlist by cell type (2+ instances only)]
| master | number | area (µm²) |
|---|---|---|
| or4_1 | 6 | 45.04 |
| o32ai_1 | 2 | 17.52 |
| o21ai_0 | 35 | 175.2 |
| buf_8 | 2 | 30.03 |
| buf_1 | 93 | 349.1 |
| nor2b_1 | 27 | 168.9 |
| a221oi_1 | 11 | 96.34 |
| buf_2 | 257 | 1286 |
| a22oi_1 | 390 | 2928 |
| or2_2 | 4 | 25.02 |
| nand2_1 | 579 | 2173 |
| nor2_1 | 274 | 1028 |
| and3b_1 | 3 | 26.28 |
| nor3_1 | 16 | 80.08 |
| nor4_1 | 180 | 1126 |
| buf_4 | 151 | 1134 |
| nand2b_1 | 6 | 37.54 |
| a41oi_1 | 112 | 980.9 |
| mux2_2 | 2 | 22.52 |
| buf_6 | 139 | 1565 |
| and4_1 | 3 | 26.28 |
| o22a_1 | 5 | 43.79 |
| mux2_4 | 2 | 30.03 |
| o22ai_1 | 755 | 4723 |
| dfxtp_1 | 32 | 640.6 |
| nand3_1 | 9 | 45.04 |
| a21o_1 | 24 | 180.2 |
| and3_1 | 2 | 12.51 |
| a21oi_1 | 263 | 1316 |
| nand4_1 | 44 | 275.3 |
| o41ai_1 | 42 | 367.9 |
| mux2i_1 | 1391 | 13920 |
| o2111ai_1 | 8 | 70.07 |
| inv_1 | 2 | 7.510 |
| clkbuf_1 | 301 | 1130 |
| o21ai_2 | 6 | 52.55 |
| a22o_1 | 3 | 26.28 |
| edfxtp_1 | 8192 | 246000 |
| nor3b_1 | 3 | 22.52 |
| mux4_2 | 1354 | 30490 |
[through the flow]
| stage | hold WS [ns] | util | instances | power, mW | area, µm² |
|---|---|---|---|---|---|
| global placement | 96.87 | 0.5285 | 23230 | 0.9068 | 329400 |
| floorplan | 96.54 | - | 14740 | 0.8635 | 312800 |
| global route | 95.69 | 0.5693 | 24780 | 1.536 | 354900 |
| CTS | 95.63 | 0.5691 | 24730 | 1.504 | 354800 |
| finish | 95.69 | 0.5694 | 24800 | 1.498 | 354900 |
| detailed placement | 96.87 | 0.5285 | 23230 | 0.9074 | 329400 |
[power groups by stage]
stage / Combinational (mW) / Sequential, mW / Clock (mW)
final: 0.102 / 0.791 / 0.604
after global routing: 0.107 / 0.791 / 0.638
after CTS: 0.101 / 0.791 / 0.612
Power is estimated from default activity; no workload was simulated.
