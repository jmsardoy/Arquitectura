==> design/flow/design.v <==
`timescale 1ns / 1ps
module SendDataFSM
#(
    parameter UART_BITS = 8,
    parameter PC_BITS          = 32,
    parameter INSTRUCTION_BITS = 32,
    parameter PROC_BITS        = 32,
    parameter REG_ADDRS_BITS   = 5,
    parameter OPCODE_BITS      = 6,
    parameter DATA_ADDRS_BITS  = 8,
    parameter CLK_COUNTER_BITS = 32,
    parameter IF_ID_LEN  = 64,
    parameter ID_EX_LEN  = 196,
    parameter EX_MEM_LEN = 142,
    parameter MEM_WB_LEN = 104,
    parameter RF_REGS_LEN = 32*32
)
(
    input clk,
    input rst,
    input i_start,
    input i_tx_done,
    input wire [RF_REGS_LEN - 1 : 0]      i_rf_regs,
    input wire [IF_ID_LEN - 1 : 0]        i_if_id_signals,
    input wire [ID_EX_LEN - 1 : 0]        i_id_ex_signals,
    input wire [EX_MEM_LEN - 1 : 0]       i_ex_mem_signals,
    input wire [MEM_WB_LEN - 1 : 0]       i_mem_wb_signals,
    input wire [PROC_BITS - 1 : 0]        i_mem_data,
    input wire [CLK_COUNTER_BITS - 1 : 0] i_clk_count,
    output reg                            o_debug_read_data,
    output reg [DATA_ADDRS_BITS - 1 : 0]  o_debug_read_address,
    output reg o_tx_start,
    output reg [UART_BITS - 1 : 0] o_tx_data,
    output reg o_done
);
    localparam OFFSET = 6;
    localparam ALL_REGS_LEN = CLK_COUNTER_BITS + RF_REGS_LEN + IF_ID_LEN + 
                              ID_EX_LEN + EX_MEM_LEN + MEM_WB_LEN + OFFSET;
    localparam REGS_COUNT = ALL_REGS_LEN/UART_BITS;
    localparam REG_COUNTER_LEN = $clog2(REGS_COUNT);
    wire [ALL_REGS_LEN - 1 : 0] all_regs_data;
    assign all_regs_data = {i_clk_count, i_rf_regs, i_if_id_signals, 
                            i_id_ex_signals, i_ex_mem_signals, 
                            i_mem_wb_signals,
                           {OFFSET{1'b1}}};  
    reg [ALL_REGS_LEN - 1 : 0] all_regs_latch;
    localparam IDLE             = 0;
    localparam LATCH_REG        = 1;
    localparam WAIT_TX_1        = 2;
    localparam SEND_REG         = 3;
    localparam WAIT_TX_2        = 4;
    localparam SET_MEM_ADDRESS  = 5;
    localparam LATCH_MEM_DATA   = 6;
    localparam HOLD_MEM_ADDRESS = 7;
    localparam LATCH_MEM_BYTE   = 8;
    localparam WAIT_TX_3        = 9;
    localparam SEND_MEM_BYTE    = 10;
    localparam WAIT_TX_4        = 11;
    localparam FINISH           = 12;
    reg [3:0] state;
    reg [3:0] next_state;
    reg [REG_COUNTER_LEN - 1 : 0] sended_regs_count;
    reg [UART_BITS - 1 : 0] send_data;
    reg [DATA_ADDRS_BITS - 1 : 0] mem_address;
    reg [2:0] bytes_count;
    reg [PROC_BITS - 1 : 0] mem_data;
    reg [1:0] tx_wait_count;
    always@(posedge clk) begin
        if (!rst) begin
            state <= IDLE;
        end
        else begin
            state <= next_state;
        end
    end
    always@* begin
        if (!rst) begin
            next_state = IDLE;
        end
        else begin
            case(state)
                IDLE: begin
                    if (i_start) next_state = LATCH_REG;
                    else         next_state = IDLE;
                end
                LATCH_REG: begin
                    next_state = WAIT_TX_1;
                end
                WAIT_TX_1: begin
                    if (tx_wait_count == 2) next_state = SEND_REG;
                    else                    next_state = WAIT_TX_1;
                end
                SEND_REG: begin
                    if (sended_regs_count == 0) next_state = WAIT_TX_2;
                    else                        next_state = LATCH_REG;
                end
                WAIT_TX_2: begin
                    if (tx_wait_count == 2) next_state =  SET_MEM_ADDRESS;
                    else                    next_state = WAIT_TX_2;
                end
                SET_MEM_ADDRESS: begin
                    next_state = LATCH_MEM_DATA;
                end
                LATCH_MEM_DATA: begin
                    next_state = HOLD_MEM_ADDRESS;
                end
                HOLD_MEM_ADDRESS: begin
                    next_state = LATCH_MEM_BYTE;
                end
                LATCH_MEM_BYTE: begin
                    next_state = WAIT_TX_3;
                end
                WAIT_TX_3: begin
                    if (tx_wait_count == 2) next_state = SEND_MEM_BYTE;
                    else                    next_state = WAIT_TX_3;
                end
                SEND_MEM_BYTE: begin
                    if (bytes_count == 4) begin
                        if (mem_address == 0) begin
                            next_state = WAIT_TX_4;
                        end
                        else begin
                            next_state = SET_MEM_ADDRESS;
                        end
                    end
                    else begin
                        next_state = LATCH_MEM_BYTE;
                    end
                end
                WAIT_TX_4: begin
                    if (tx_wait_count == 2) next_state = FINISH;
                    else                    next_state = WAIT_TX_4;
                end
                FINISH: begin
                    next_state = IDLE;
                end
                default: next_state = IDLE;
            endcase
        end
    end
    always@* begin
        case (state)
            IDLE: begin
                o_debug_read_data = 0;
                o_debug_read_address = 0;
                o_tx_start = 0;
                o_tx_data = 0;
                o_done = 0;
            end
            SEND_REG: begin
                o_debug_read_data = 1;
                o_debug_read_address = 0;
                o_tx_start = 1;
                o_tx_data = send_data;
                o_done = 0;
            end
            SET_MEM_ADDRESS: begin
                o_debug_read_data = 1;
                o_debug_read_address = mem_address;
                o_tx_start = 0;
                o_tx_data = 0;
                o_done = 0;
            end
            LATCH_MEM_DATA: begin
                o_debug_read_data = 1;
                o_debug_read_address = mem_address;
                o_tx_start = 0;
                o_tx_data = 0;
                o_done = 0;
            end
            HOLD_MEM_ADDRESS: begin
                o_debug_read_data = 1;
                o_debug_read_address = mem_address;
                o_tx_start = 0;
                o_tx_data = 0;
                o_done = 0;
            end
            SEND_MEM_BYTE: begin
                o_debug_read_data = 1;
                o_debug_read_address = 0;
                o_tx_start = 1;
                o_tx_data = send_data;
                o_done = 0;
            end
            FINISH: begin
                o_debug_read_data = 0;
                o_debug_read_address = 0;
                o_tx_start = 0;
                o_tx_data = 0;
                o_done = 1;
            end
            default: begin
                o_debug_read_data = 0;
                o_debug_read_address = 0;
                o_tx_start = 0;
                o_tx_data = 0;
                o_done = 0;
                o_debug_read_data = 1;
            end
        endcase
    end
    always@(posedge clk) begin
        if (!rst) begin
            all_regs_latch <= 0;
            sended_regs_count <= 0;
            mem_address <= 0;
            bytes_count <= 0;
            tx_wait_count <= 0;
        end
        else begin
            case(state)
                IDLE: begin
                    if (i_start) begin
                        all_regs_latch <= all_regs_data;
                        sended_regs_count <= REGS_COUNT;
                        mem_address <= 0;
                        bytes_count <= 0;
                        tx_wait_count <= 0;
                    end
                end
                WAIT_TX_1: begin
                    if (i_tx_done == 0) tx_wait_count <= 0;
                    else                tx_wait_count <= tx_wait_count + 1;
                end
                SEND_REG: begin
                    tx_wait_count <= 0;
                end
                WAIT_TX_2: begin
                    if (i_tx_done == 0) tx_wait_count <= 0;
                    else                tx_wait_count <= tx_wait_count + 1;
                end
                LATCH_REG: begin
                    send_data <= all_regs_latch[ALL_REGS_LEN - 1 -: UART_BITS];
                    all_regs_latch <= all_regs_latch << UART_BITS;
                    sended_regs_count <= sended_regs_count - 1;
                    tx_wait_count <= 0;
                end
                LATCH_MEM_DATA: begin
                    mem_data <= i_mem_data;
                    bytes_count <= 0;
                end
                HOLD_MEM_ADDRESS: begin
                    mem_address <= mem_address + 1;
                end
                LATCH_MEM_BYTE: begin
                    send_data <= mem_data[PROC_BITS - 1 -: UART_BITS];
                    mem_data  <= mem_data << UART_BITS;
                    bytes_count <= bytes_count+1;
                    tx_wait_count <= 0;
                end
                WAIT_TX_3: begin
                    if (i_tx_done == 0) tx_wait_count <= 0;
                    else                tx_wait_count <= tx_wait_count + 1;
                end
                SEND_MEM_BYTE: begin
                    tx_wait_count <= 0;
                end
                WAIT_TX_4: begin
                    if (i_tx_done == 0) tx_wait_count <= 0;
                    else                tx_wait_count <= tx_wait_count + 1;
                end
            endcase
        end
    end
endmodule
==> design/flow/run.sh <==
#!/bin/bash
# OpenROAD 26Q1-2900-gdf79404cd8, Yosys 0.63+post, stock flow scripts
make -C /OpenROAD-flow-scripts/flow DESIGN_CONFIG=/design/flow/config.mk WORK_HOME=/design/flow/orfs finish
==> design/flow/config.mk <==
export PLATFORM = sky130hd
export DESIGN_NAME = SendDataFSM
export DESIGN_NICKNAME = SendDataFSM
export VERILOG_FILES = /design/flow/design.v
export SDC_FILE = /design/flow/constraint.sdc
export NUM_CORES = 4
export LEC_CHECK = 1
export CORE_AREA = 10 10 712 712
export DIE_AREA = 0 0 722 722
==> design/flow/constraint.sdc <==
current_design SendDataFSM

set clk_period 103.1
set clk_io_pct 0.2

create_clock -name clk0 -period $clk_period [get_ports {clk}]

set non_clock_inputs [all_inputs -no_clocks]
set_input_delay [expr $clk_period * $clk_io_pct] -clock clk0 $non_clock_inputs
set_output_delay [expr $clk_period * $clk_io_pct] -clock clk0 [all_outputs]
==> results_slide.txt <==
Physical Implementation Snapshot

Yosys
  • Post-Syn Instances: about 7200
  • Post-synth seq share: 43.9%
  • Xor/xnor share: less than 1%
  • Synth warn: 1
  • Most frequent cell after synthesis: dfxtp_1
  • Dominant cell area share: between 40 and 50%
  • Synth area leader: dfxtp_1
  • Synth flops: ~1600
  • Post-Synth AOI/OAI Area: 21.0%
  • # Cells Yosys: a little over 7000
  • Largest logic family: multiplexers
  • YS chip area: between 70000 and 80000 sq um
  • Synth cell count leaders: 1597 x dfxtp_1, 1573 x nand2_1, 1559 x o211a_1, 1557 x mux2i_1, 331 x clkbuf_1
  • Commonest flop: dfxtp_1
  • EDFF count, synth: 40
  • FFs w/ async S/R, synth: 0%
  • Area contributors post-synth: dfxtp_1 42%, o211a_1 21%, mux2i_1 21%
  • Yosys cell types: around 43
  • Syn avg cell area: ~10 sq um
  • Synth mux share: between 20% and 30%
  • Synthesized cell area: 75500 sq um
  • Simple-gate portion of the synthesized area: 8.53%
  • Yosys adder share: less than 1%

Hold path
  • Hold Crit Class: reg2reg

Timing
  • Hold Vio Cnt, Final: 0
  • Minimum clock period: approximately 26000 ps
  • Slew headroom: 37.5%
  • Setup Viol. Count Final: 0
  • Setup TNS Final: 0 ps
  • Slew Limit Fails: 0
  • Final Cycle Share: about a quarter
  • Slew @ Worst Pin: 911 ps
  • Fmax: roughly 38 MHz
  • RSZ-0062 raised after global routing: no
  • Final WS setup: approximately 77000 ps
  • Skew final: 113 ps

Clock network
  • CTS tree: yes
  • Num Clock Sinks: around 1600
  • TritonCTS buffer count: ~200
  • Hold_buf cts: 0
  • Post-cts sizing count: 0
  • Latency at later pin: about 950 ps
  • Root buffer cell: clkbuf_16
  • Clock Pin Slew Worst Setup and Hold Paths: about 60 ps
  • Number of H-tree levels: 4
  • Setup bufs post-CTS: 0
  • Clk buf depth: 4

Layout
  • Synthesis-to-finish area growth: 38.1%
  • # fillers: about 53000
  • Fin cells: approximately 15000
  • Finished Cell Area: between 100000 and 150000 sq um
  • Layout cells sized above 1: ~6%

Critical path
  • Crit path buffers/inverters: 8
  • Setup slack, reg-to-reg: 96150 ps
  • CP Depth: 11
  • R2R Path End: all_regs_latch[1110]$_SDFFE_PN0P_
  • Startpoint Class: primary input
  • CP startpoint: i_start
  • Worst setup endpoint: all_regs_latch[1110]$_SDFFE_PN0P_
  • Worst path top cell family by delay: buffers and inverters
  • Critical path type: in2reg
  • Largest stage delay, worst path: about 730 ps
  • Critical path's slowest cell: buf_4
  • CP cell instances: clkdlybuf4s50_1 -> mux2_8 -> buf_12 -> buf_4 -> buf_4 -> buf_12 -> buf_4 -> buf_4 -> buf_4 -> nand2_1 -> o211a_1
  • CP dominant cell by count: buf_4
  • Crit-path max FO: around 160
  • R2R depth: 10
  • R2r startpoint: state[7]$_DFF_P_
  • Critical path required time: slightly above 100000 ps
  • Worst Path Arrival: 27130 ps
  • Worst setup EP type: flip-flop

Placement
  • IO buf count: about 1600
  • HPWL Detailed: 250000 microns
  • Gpl congestion: around 0.88
  • Post-DP Area: 97300 sq um
  • Placed insts: roughly 15000
  • Setup Slack @ Placement: 76040 ps

Global routing
  • Initial antenna violation count: roughly 140
  • All-Layer GR Usage: approximately an eighth
  • Largest net degree at the start of global routing: approximately 190
  • GRT overflow: 0
  • Vias in the first global route: 57700
  • Global-route wire length before repair: between 400000 and 500000 microns

Routing
  • DRT iter0 DRCs: 4430
  • Wire per inst: 21.2 microns
  • Metal3 WL: around 25000 microns
  • Post-route ant nets: 0
  • Pre-antenna DRT Iters: 6
  • Vias/cell: between 3 and 4
  • Top layer used by detailed routing: met5
  • Vias: about 60000
  • DRC violations left: 0
  • Met2 WL: roughly 160000 microns
  • Routed wire length: about 320000 microns
  • DRT met1 WL: around 130000 microns

Die
  • Effective utilization at floorplan: ~15%
  • Die area: 521000 sq um
  • Die Wd: 722 microns
  • I/O pin cnt: 1617
  • Chip height: roughly 720 microns
  • Rows: about 260
  • Core Region: ~490000 sq um

Pwr
  • PD cells: ~17 nW/um^2
  • Peak supply drop: 14.7 uV
  • Pleak: slightly above 50 nW

Run
  • Tool warnings: 65
  • Max-cap violations: 0

Run status
  • Status: finished, final reports clean
through the flow:
step | util [%] | hold WS (ps) | power [mW]
2_1_floorplan | - | 416 | 0.892
3_3_place_gp | 19.8 | 442 | 1.01
3_5_place_dp | 19.8 | 447 | 1.02
4_1_cts | 21.2 | 463 | 1.77
5_1_grt | 21.2 | 469 | 1.81
6_report | 21.3 | 465 | 1.73
sequential cells by signal, indices dropped and copies added, names as in the netlist:
name / cells
tx_wait_count: 2
state: 13
mem_address: 8
all_regs_latch: 1563
mem_data: 32
bytes_count: 3
sended_regs_count: 8
send_data: 8
routing by layer:
metal  vias to the layer above  track usage, %
met5                         -               0
met4                        88            2.72
met3                       421            3.75
met2                      1572            20.1
met1                     28800            14.8
li1                      28900               -
cell usage in the layout (no fill, tap or decap), drive strengths merged, types with 4 or more instances in the layout:
master / instances
clkdlybuf4s50: 1615
dfxtp: 1597
nand2: 1573
o211a: 1559
mux2i: 1557
clkbuf: 293
buf: 151
diode: 77
clkinv: 41
edfxtp: 40
mux2: 33
nor2b: 31
inv: 17
nor2: 16
bufinv: 12
a21oi: 10
nand3: 10
o21ai: 8
xnor2: 7
ha: 7
nor3: 6
a21boi: 6
o21a: 6
and2: 5
nand2b: 5
clkinvlp: 4
logic make-up after synthesis:
logic type,count (synthesis)
multiplexers,1590
buffers and inverters,714
AND-OR/OR-AND,1599
AND/OR/NAND/NOR,1665
XOR/XNOR,10
flip-flops,1637
adder cells (fa/ha/maj),7
area by class of cell:
type / count / area (sq um) / area share, %
Timing Repair Buffer: 1766 / 17500 / 16.7
Inverter: 9 / 33.8 / 0.0324
Multi-Input combinational cell: 4871 / 38500 / 36.9
Sequential cell: 1637 / 33200 / 31.8
Clock buffer: 293 / 5860 / 5.62
Tap cell: 6475 / 8100 / 7.77
Clock inverter: 65 / 937 / 0.899
Antenna cell: 77 / 193 / 0.185
power by group:
part           switching (mW)  total, mW  internal [mW]
Sequential             0.0397      0.734          0.694
Clock                   0.307      0.733          0.427
Combinational           0.127      0.266          0.139
Total                   0.473       1.73           1.26
how the worst min path moves through the flow:
stage / from / to / slack [ps] / cells past startpoint
finish: state[9]$_DFF_P_ / state[6]$_DFF_P_ / 470 / 1
CTS: state[9]$_DFF_P_ / state[6]$_DFF_P_ / 460 / 1
global route: state[9]$_DFF_P_ / state[6]$_DFF_P_ / 470 / 1
No activity file was given, so power comes from the tool's default toggle rates.
